==> ./design.v <==
`timescale 1ns / 1ps
module VGA_top(
  input clock,        
  input reset_n,      
  output h_sync, 
  output v_sync,
  output [3:0] vga_r,
  output [3:0] vga_g,
  output [3:0] vga_b
);
wire clk_25Mhz;
wire rst_pixel = ~reset_n;
clock_divider VGA_clock_divider(.clk_in(clock), .reset(reset_n), .clk_out(clk_25MHz));
wire end_of_line;
wire [9:0] H_count_value;
wire [9:0] V_count_value;
horizontal_counter VGA_Horz(.clk_25MHz(clk_25MHz), .reset(reset_n), .enable_V_counter(enable_V_counter), .H_count_value(H_count_value));
vertical_counter VGA_Vert(.clk_25MHz(clk_25MHz), .reset(reset_n), .enable_V_counter(enable_V_counter), .V_count_value(V_count_value));
assign h_sync = (H_count_value < 10'd95) ? 1'b1:1'b0;
assign v_sync = (V_count_value >= 10'd0 && V_count_value <= 10'd1) ? 1'b0:1'b1;
wire video_on = (H_count_value < 784 && H_count_value > 143 && 
                V_count_value < 515 && V_count_value > 34);
assign vga_r = video_on ? 4'hf:4'h0;
assign vga_g = video_on ? 4'hf:4'h0;
assign vga_b = video_on ? 4'hf:4'h0;
endmodule
`timescale 1ns / 1ps
module clock_divider(
  input clk_in,     
  input reset,
  output clk_out    
);
  reg [1:0] div = 2'b00;
  always@(posedge clk_in or posedge reset) begin
    if(reset)
      div <=  2'b00;
    else
      div <= div + 1'b1;
  end
  assign clk_out = div[1];  
endmodule
`timescale 1ns / 1ps
module horizontal_counter#(
  parameter H_TOTAL = 800
)(
  input wire clk_25MHz, 
  input wire reset,
  output reg enable_V_counter = 10'b0,
  output reg [9:0] H_count_value = 10'b0
);
always@(posedge clk_25MHz or posedge reset) begin
  if(reset)
    H_count_value <= 10'd0;
  else if(H_count_value < (H_TOTAL - 1)) begin
      H_count_value <= H_count_value + 10'd1;
      enable_V_counter <= 10'b0;
  end
  else begin
    H_count_value <= 10'b0;
    enable_V_counter <= 10'b1;
  end
end
endmodule
`timescale 1ns / 1ps
module vertical_counter#(
  parameter integer V_TOTAL = 525
)(
  input  wire       clk_25MHz,
  input  wire       reset,                
  input  wire       enable_V_counter,     
  output reg  [9:0] V_count_value = 10'd0
);
always @(posedge clk_25MHz or posedge reset) begin
  if (reset) begin
    V_count_value <= 10'd0;
  end else if (enable_V_counter) begin
    if (V_count_value == V_TOTAL - 1)
      V_count_value <= 10'd0;
    else
      V_count_value <= V_count_value + 10'd1;
  end
end
endmodule
==> ./run.sh <==
#!/bin/bash
# OpenROAD 26Q1-2900-gdf79404cd8, Yosys 0.63+post, stock flow scripts
make -C /OpenROAD-flow-scripts/flow DESIGN_CONFIG=/design/flow/config.mk WORK_HOME=/design/flow/orfs finish
==> ./config.mk <==
export PLATFORM = sky130hd
export DESIGN_NAME = VGA_top
export DESIGN_NICKNAME = VGA_top
export VERILOG_FILES = /design/flow/design.v
export SDC_FILE = /design/flow/constraint.sdc
export NUM_CORES = 4
export LEC_CHECK = 1
export CORE_AREA = 10 10 101 101
export DIE_AREA = 0 0 111 111
==> ./constraint.sdc <==
current_design VGA_top

set clk_period 1.0
set clk_io_pct 0.2

create_clock -name clk0 -period $clk_period [get_ports {clock}]

set non_clock_inputs [all_inputs -no_clocks]
set_input_delay [expr $clk_period * $clk_io_pct] -clock clk0 $non_clock_inputs
set_output_delay [expr $clk_period * $clk_io_pct] -clock clk0 [all_outputs]
==> impl_metrics.ini <==
; physical design summary
[outcome]
outcome = finished clean

[floorplan]
rows = 33
core-area_um2 = 8130
dieArea_um2 = 12300
die_y_um = 111
die_w_um = 111
ios = 16
fp_util_pct = 15.8

[detailed_routing]
routedWlPerCell_um = 8.50
firstDrtPassIters = 2
postRouteAntennaNets = 0
first_iter_violations = 44
routed_via_density = 3.46
antennaDiodeCount = 0
routed_wl_mm = 2.03
route.detailed.drc = 0
vias = 827

[layout]
lay_top_cells = dfrtp_1, nor2_1, clkdlybuf4s50_1
utilization_pct = 18.8
fin_cells = 239
design_area_um2 = 1530
lay_top_count = dfrtp_1
layout-drive-gt1-share_pct = 8.96
layout-area-overhead-vs-synth_pct = 18.9

[worst_setup_path]
cpPeakStageDelay_ns = 0.37
critPathArrivalTime_ns = 0.74
cp_max_fo = 2
critical_path.cell_chain = xor2_1
path_buffers = 0
worst_ep_required_time_ns = 1.08
critical-path-slowest-cell = dfrtp_1
endpoint_kind = flop
critPathTopFamily = flip-flops
critPathLaunchType = flop
critPathKind = reg2reg

[place]
placed_area_um2 = 1480
dp.cells = 236
portBuffers = 15
gp_congestion = 0.814
dp_hpwl_mm = 1.58

[yosys]
netlist.area_leader.share_pct = 42.9
area_leaders = dfrtp_1, buf_4, xor2_1
yosysWarnings = 5
synth_chip_area_um2 = 1280
synthCells = 128
yosysTopAreaCell = dfrtp_1
yosys_cells = 128
avgSynthCellArea_um2 = 10.0
syn_area_um2 = 1280
synth.distinct_cells = 35
ys_seq_share_pct = 45.3
synth_flops = 23

[timing]
slew_headroom_pct = 73.7
finalClockSkew_ns = 0.000149
hold_violations = 0
unclocked_regs = 21
drv_slew = 0
worstMarginPinSlew_ns = 0.394
fmax_mhz = 1530
setup_violations = 0
finalCritPeriodShare_pct = 65.4
untimed_endpoints = 36
min_period_ns = 0.654
setup_tns_ns = 0
rsz0062_at_grt = false

[hold_path]
min_path_type = in2async

[grt]
track_usage_pct = 3.37
grt_max_degree = 22
antenna_found_initial = 0
grt_pass1_vias = 789
grt_overflow_total = 0
grt_pass1_wl_mm = 3.77

[clocking]
post_cts_resized = 0
clock_latency_ns = 0.21
clk_pin_slew_ns = 0.03
clk_path_buf_depth = 2
root_buffer = clkbuf_8
h-tree-depth = 1
cts-hold-fix-buffers = 0
cts_tree = built
cts_made_buffers = 3
post_cts_buffers = 0

[power]
p_leak_nw = 0.665
p_total_w = 0.000415
ir_worst_vdd_v = 0.000963
power_density_nw_per_um2 = 272

[job]
cap_violations = 0
warnings = 29
[flip-flops by register name, indices dropped and copies added, names as in the netlist]
signal	count
VGA_Vert.V_count_value	10
VGA_Horz.H_count_value	10
VGA_clock_divider.div	2
VGA_Horz.enable_V_counter	1
[report_power, final]
group / switching (W) / internal, W / total [W]
registers: 0 / 0.0000813 / 0.0000813
logic: 0.0000180 / 0.00000626 / 0.0000243
clock network: 0.0000558 / 0.000254 / 0.000310
total: 0.0000739 / 0.000341 / 0.000415
[Yosys cell counts, drive strengths merged]
cell and number:
a221oi 1, a22o 1, a31oi 1, and2 1, and2b 1, and3 5, and3b 1, and4 3
buf 12, clkbuf 3, dfrtp 22, edfxtp 1, ha 6, inv 4, mux2 1, nand2 10
nand3 1, nand4 3, nand4b 1, nor2 21, nor2b 2, nor3 1, nor4 4, o21ai 3
o22ai 1, o31a 1, o31ai 1, or4 1, xnor2 5, xor2 10
[stage by stage]
stage | setup WS, ns | hold WS [ns]
global placement | 0.351 | 0.364
detailed placement | 0.350 | 0.369
floorplan | 0.177 | 0.201
CTS | 0.346 | 0.168
finish | 0.346 | 0.166
global route | 0.328 | 0.170
[final timing paths]
check,endpoint,cells after the start,startpoint,slack [ns]
setup / recovery,VGA_clock_divider.div[1],1,VGA_clock_divider.div[0],0.35
hold / removal,VGA_clock_divider.div[0],2,reset_n,0.17
setup reg to reg,VGA_clock_divider.div[1],1,VGA_clock_divider.div[0],0.35
hold reg to reg,VGA_clock_divider.div[0],1,VGA_clock_divider.div[0],0.43
max in group asynchronous,VGA_clock_divider.div[1],2,reset_n,0.71
min in group clk0,VGA_clock_divider.div[0],1,VGA_clock_divider.div[0],0.43
[per-layer routing]
metal	share of wire, %	vias to the layer above	GRT usage, %
li1	-	435	-
met1	52	376	4.89
met2	41	14	5.07
met3	7.2	2	0.876
met4	0.49	0	0.347
met5	0	-	0
[cell families after synthesis]
kind of cell / Yosys count / synth area share [%]
xor+xnor: 15 / 10.2
buf+inv: 19 / 9.17
compound gates: 9 / 4.78
mux: 1 / 1.17
flops: 23 / 45.3
fa+ha+maj: 6 / 5.85
simple gates: 55 / 23.5
[cell type report]
cell class	instances	area, um2
well taps	105	131
fillers	881	6610
inverters	4	15.0
repair buffers	18	173
flip-flops and latches	23	581
clock buffers	3	41.3
multi-input cells	86	584
